==> flow/design.v <==
module fifo (
    input clk,
    resetn,
    soft_reset,
    input read_en,
    write_en,
    input lfd_state,
    input [7:0] data_in,
    output reg [7:0] data_out,
    output empty,
    full
);
  reg [8:0] mem[15:0];
  reg [4:0] read_ptr, write_ptr;
  reg delay_lfd;
  reg [6:0] count;
  always @(posedge clk) begin
    if (~resetn || soft_reset) delay_lfd <= 1'b0;
    else delay_lfd <= lfd_state;
  end
  always @(posedge clk) begin
    if (~resetn || soft_reset) begin
      read_ptr  <= 5'b0;
      write_ptr <= 5'b0;
    end else begin
      if (read_en && ~empty) read_ptr <= read_ptr + 5'b1;
      else read_ptr <= read_ptr;
      if (write_en && ~full) write_ptr <= write_ptr + 5'b1;
      else write_ptr <= write_ptr;
    end
  end
  integer i;
  always @(posedge clk) begin
    if (~resetn || soft_reset) begin
      for (i = 0; i < 16; i = i + 1) begin
        mem[i] <= 0;
      end
    end else if (write_en && ~full) begin
      mem[write_ptr[3:0]] <= {delay_lfd, data_in};
    end
  end
  wire flag1;
  assign flag1 = ((count == 0) && (data_out != 0)) ? 1'b1 : 1'b0;
  always @(posedge clk) begin
    if (~resetn) data_out <= 8'b0;
    else if (soft_reset) data_out <= 8'bz;
    else if (flag1) data_out <= 8'bz;
    else if (read_en && ~empty) data_out <= mem[read_ptr[3:0]][7:0];
  end
  wire flag0;
  assign flag0 = (mem[read_ptr[3:0]][8] == 1'b1);
  always @(posedge clk) begin
    if (~resetn || soft_reset) count <= 7'b0;
    else if (read_en && ~empty) begin
      if (flag0) begin
        count <= mem[read_ptr[3:0]][7:2] + 7'b1;   
      end else if (count != 0) begin
        count <= count - 1'b1;
      end
    end else begin
      count <= count;
    end
  end
  assign empty = (read_ptr == write_ptr);
  assign full  = (read_ptr == {~write_ptr[4], write_ptr[3:0]});
endmodule
module fsm(
        input clk,resetn,
        input pkt_valid,
        input parity_done,
        input soft_reset_0,soft_reset_1,soft_reset_2,
        input fifo_empty_0,fifo_empty_1,fifo_empty_2,
        input fifo_full,
        input low_pkt_valid,
        input [1:0]data_in,
        output busy,
        output detect_add,
        output ld_state,lfd_state,laf_state,full_state,
        output write_en_reg,rst_int_reg
    );
    reg [2:0]present_state,next_state;
    reg [1:0]add;
    parameter DECODE_ADDRESS = 3'b000,
              LOAD_FIRST_DATA = 3'b001,
              LOAD_DATA = 3'b010,
              WAIT_TILL_EMPTY = 3'b011,
              FIFO_FULL_STATE = 3'b100,
              LOAD_AFTER_FULL = 3'b101,
              LOAD_PARITY = 3'b110,
              CHECK_PARITY_ERROR = 3'b111;
    always @ (posedge clk)
    begin
        if (~resetn)
            add <= 2'b0;
        else if (data_in == 1)
            add <= data_in;
        else
            add <= add;
    end
    always @ (posedge clk)
    begin
        if (~resetn)
            present_state <= DECODE_ADDRESS;
        else if (((soft_reset_0 == 1) && (data_in[1:0] == 2'b00 ))
                || ((soft_reset_1 == 1) && (data_in[1:0] == 2'b01 ))
                || ((soft_reset_2 == 1) && (data_in[1:0] == 2'b10 )) )
            present_state <= DECODE_ADDRESS;
        else
            present_state <= next_state;
    end
    always @ (*)
    begin
        case (present_state)
            DECODE_ADDRESS: begin
                                if ((pkt_valid & (data_in[1:0] == 2'b00) & fifo_empty_0) || 
                                    (pkt_valid & (data_in[1:0] == 2'b01) & fifo_empty_1) || 
                                    (pkt_valid & (data_in[1:0] == 2'b10) & fifo_empty_2) )
                                    next_state = LOAD_FIRST_DATA;
                                else if ((pkt_valid & (data_in[1:0] == 2'b00) & ~fifo_empty_0) || 
                                    (pkt_valid & (data_in[1:0] == 2'b01) & ~fifo_empty_1) || 
                                    (pkt_valid & (data_in[1:0] == 2'b10) & ~fifo_empty_2) )
                                    next_state = WAIT_TILL_EMPTY;
                                else
                                    next_state = DECODE_ADDRESS;
                            end
            LOAD_FIRST_DATA:  begin
                                next_state = LOAD_DATA;
                              end
            LOAD_DATA:        begin
                                if (fifo_full)
                                    next_state = FIFO_FULL_STATE;
                                else if(~fifo_full && ~pkt_valid)
                                    next_state = LOAD_PARITY;
                                else
                                    next_state = LOAD_DATA;
                              end
            WAIT_TILL_EMPTY:  begin
                                if ((fifo_empty_0 && (add == 0)) || 
                                    (fifo_empty_1 && (add == 1)) || 
                                    (fifo_empty_2 && (add == 2)))
                                    next_state = LOAD_FIRST_DATA;
                                else
                                    next_state = WAIT_TILL_EMPTY;
                              end
            FIFO_FULL_STATE:  begin
                                if (~fifo_full)
                                    next_state = LOAD_AFTER_FULL;
                                else
                                    next_state = FIFO_FULL_STATE;
                              end
            LOAD_AFTER_FULL:  begin
                                if (~parity_done && low_pkt_valid)
                                    next_state = LOAD_PARITY;
                                else if (~parity_done && ~low_pkt_valid )
                                    next_state = LOAD_DATA;
                                else if (parity_done)
                                    next_state = DECODE_ADDRESS;
                                else
                                    next_state = LOAD_AFTER_FULL;
                              end
            LOAD_PARITY:      begin
                                next_state = CHECK_PARITY_ERROR;
                              end
            CHECK_PARITY_ERROR:   begin
                                    if (fifo_full)
                                        next_state = FIFO_FULL_STATE;
                                    else if (~fifo_full)
                                        next_state = DECODE_ADDRESS;
                                    else
                                        next_state = CHECK_PARITY_ERROR;
                                  end
        endcase
    end
    assign busy = ((present_state == LOAD_DATA) | (present_state == DECODE_ADDRESS)) ? 1'b0 : 1'b1;
    assign detect_add = (present_state == DECODE_ADDRESS);
    assign lfd_state = (present_state == LOAD_FIRST_DATA);
    assign ld_state = (present_state == LOAD_DATA);
    assign laf_state = (present_state == LOAD_AFTER_FULL);
    assign full_state = (present_state == FIFO_FULL_STATE);
    assign write_en_reg = ((present_state == LOAD_DATA) || (present_state == LOAD_PARITY) || (present_state == LOAD_AFTER_FULL));
    assign rst_int_reg = (present_state == CHECK_PARITY_ERROR);
endmodule
module register (
    input clk,
    resetn,
    input pkt_valid,
    input fifo_full,
    input ld_state,
    full_state,
    laf_state,
    lfd_state,
    detect_add,
    rst_int_reg,
    input [7:0] data_in,
    output reg parity_done,
    output reg low_pkt_valid,
    output reg err,
    output reg [7:0] data_out
);
  reg [7:0] fifo_full_state_byte, header_byte, internal_parity, packet_parity;
  always @(posedge clk) begin
    if (~resetn || detect_add) parity_done <= 1'b0;
    else if ((ld_state && ~fifo_full && ~pkt_valid) || (laf_state && low_pkt_valid && ~parity_done))
      parity_done <= 1'b1;
    else parity_done <= parity_done;
  end
  always @(posedge clk) begin
    if (~resetn || rst_int_reg) low_pkt_valid <= 1'b0;
    else if (ld_state && ~pkt_valid) low_pkt_valid <= 1'b1;
    else low_pkt_valid <= low_pkt_valid;
  end
  always @(posedge clk) begin
    if (~resetn) begin
      data_out <= 8'b0;
      header_byte <= 8'b0;
      fifo_full_state_byte <= 8'b0;
    end else if (detect_add && pkt_valid) header_byte <= data_in;
    else if (lfd_state) data_out <= header_byte;
    else if (ld_state && ~fifo_full) data_out <= data_in;
    else if (fifo_full && ld_state) fifo_full_state_byte <= data_in;
    else if (laf_state) data_out <= fifo_full_state_byte;
    else data_out <= data_out;
  end
  always @(posedge clk) begin
    if (~resetn || detect_add) internal_parity <= 8'b0;
    else if (lfd_state && pkt_valid) internal_parity <= internal_parity ^ header_byte;
    else if (pkt_valid && ld_state && ~full_state) internal_parity <= internal_parity ^ data_in;
    else internal_parity <= internal_parity;
  end
  always @(posedge clk) begin
    if (~resetn || detect_add) packet_parity <= 8'b0;
    else if ((ld_state && ~fifo_full && ~pkt_valid) || (laf_state && low_pkt_valid && ~parity_done))
      packet_parity <= data_in;
    else packet_parity <= packet_parity;
  end
  always @(posedge clk) begin
    if (~resetn) err <= 1'b0;
    else if (parity_done) begin
      if (internal_parity == packet_parity) err <= 1'b0;
      else err <= 1'b1;
    end else err <= err;
  end
endmodule
module router_top(
    input clk,resetn,
    input read_en_0,read_en_1,read_en_2,
    input pkt_valid,
    input [7:0]data_in,
    output [7:0]data_out_0,data_out_1,data_out_2,
    output valid_out_0,valid_out_1,valid_out_2,
    output err,busy
    );
    wire wire_soft_reset_0, wire_soft_reset_1, wire_soft_reset_2;
    wire [2:0]wire_write_en;
    wire [7:0]wire_register_data_out;
    wire wire_lfd_state;
    wire wire_empty_0,wire_empty_1,wire_empty_2;
    wire wire_full_0,wire_full_1,wire_full_2;
    wire wire_fifo_full;
    wire wire_parity_done;
    wire wire_detect_add;
    wire wire_write_en_reg;
    wire wire_low_pkt_valid;
    wire wire_ld_state,wire_full_state,wire_laf_state;
    wire wire_rst_int_reg;
    fifo fifo_0 (
        .clk(clk),
        .resetn(resetn),
        .soft_reset(wire_soft_reset_0),
        .read_en(read_en_0),
        .write_en(wire_write_en[0]),
        .lfd_state(wire_lfd_state),
        .data_in(wire_register_data_out),
        .data_out(data_out_0),
        .empty(wire_empty_0),
        .full(wire_full_0)
    );
    fifo fifo_1 (
        .clk(clk),
        .resetn(resetn),
        .soft_reset(wire_soft_reset_1),
        .read_en(read_en_1),
        .write_en(wire_write_en[1]),
        .lfd_state(wire_lfd_state),
        .data_in(wire_register_data_out),
        .data_out(data_out_1),
        .empty(wire_empty_1),
        .full(wire_full_1)
    );
    fifo fifo_2 (
        .clk(clk),
        .resetn(resetn),
        .soft_reset(wire_soft_reset_2),
        .read_en(read_en_2),
        .write_en(wire_write_en[2]),
        .lfd_state(wire_lfd_state),
        .data_in(wire_register_data_out),
        .data_out(data_out_2),
        .empty(wire_empty_2),
        .full(wire_full_2)
    );
    synchronizer sync (
        .clk(clk),
        .resetn(resetn),
        .read_en_0(read_en_0),
        .read_en_1(read_en_1),
        .read_en_2(read_en_2),
        .full_0(wire_full_0),
        .full_1(wire_full_1),
        .full_2(wire_full_2),
        .empty_0(wire_empty_0),
        .empty_1(wire_empty_1),
        .empty_2(wire_empty_2),
        .detect_add(wire_detect_add),
        .write_en_reg(wire_write_en_reg),
        .data_in(data_in[1:0]),
        .valid_out_0(valid_out_0),
        .valid_out_1(valid_out_1),
        .valid_out_2(valid_out_2),
        .soft_reset_0(wire_soft_reset_0),
        .soft_reset_1(wire_soft_reset_1),
        .soft_reset_2(wire_soft_reset_2),
        .fifo_full(wire_fifo_full),
        .write_en(wire_write_en)
    ); 
        fsm fsm_ (
            .clk(clk),
            .resetn(resetn),
            .pkt_valid(pkt_valid),
            .parity_done(wire_parity_done),
            .soft_reset_0(wire_soft_reset_0),
            .soft_reset_1(wire_soft_reset_1),
            .soft_reset_2(wire_soft_reset_2),
            .fifo_empty_0(wire_empty_0),
            .fifo_empty_1(wire_empty_1),
            .fifo_empty_2(wire_empty_2),
            .fifo_full(wire_fifo_full),
            .low_pkt_valid(wire_low_pkt_valid),
            .data_in(data_in[1:0]),
            .busy(busy),
            .detect_add(wire_detect_add),
            .lfd_state(wire_lfd_state),
            .ld_state(wire_ld_state),
            .laf_state(wire_laf_state),
            .full_state(wire_full_state),
            .write_en_reg(wire_write_en_reg),
            .rst_int_reg(wire_rst_int_reg)
        );
    register regi (
        .clk(clk),
        .resetn(resetn),
        .pkt_valid(pkt_valid),
        .fifo_full(wire_fifo_full),
        .ld_state(wire_ld_state),
        .full_state(wire_full_state),
        .laf_state(wire_laf_state),
        .lfd_state(wire_lfd_state),
        .detect_add(wire_detect_add),
        .rst_int_reg(wire_rst_int_reg),
        .data_in(data_in),
        .parity_done(wire_parity_done),
        .low_pkt_valid(wire_low_pkt_valid),
        .err(err),
        .data_out(wire_register_data_out)
    );
endmodule
module synchronizer (
    input clk,
    resetn,
    read_en_0,
    read_en_1,
    read_en_2,
    full_0,
    full_1,
    full_2,
    empty_0,
    empty_1,
    empty_2,
    detect_add,
    write_en_reg,
    input [1:0] data_in,
    output valid_out_0,
    valid_out_1,
    valid_out_2,
    output reg soft_reset_0,
    output reg soft_reset_1,
    output reg soft_reset_2,
    output reg fifo_full,
    output reg [2:0] write_en
);
  reg [1:0] fifo_add;
  reg [4:0] count_fifo_0, count_fifo_1, count_fifo_2;
  reg [1:0] add;
  always @(posedge clk) begin
    if (~resetn) fifo_add <= 0;
    else if (detect_add) fifo_add <= data_in;
  end
  always @(posedge clk) begin
    if (~resetn) add <= 2'bxx;
    else if (detect_add) add <= data_in;
    else add <= add;
  end
  always @(*) begin
    if (write_en_reg) begin
      case (add)
        2'b00:   write_en = 3'b001;
        2'b01:   write_en = 3'b010;
        2'b10:   write_en = 3'b100;
        default: write_en = 3'b000;
      endcase
    end else write_en = 3'b0;
  end
  always @(*) begin
    case (fifo_add)
      2'b00:   fifo_full = full_0;
      2'b01:   fifo_full = full_1;
      2'b10:   fifo_full = full_2;
      default: fifo_full = 0;
    endcase
  end
  assign valid_out_0 = ~empty_0;
  assign valid_out_1 = ~empty_1;
  assign valid_out_2 = ~empty_2;
  always @(posedge clk) begin
    if (~resetn) begin
      soft_reset_0 <= 1'b0;
      count_fifo_0 <= 5'b1;
    end else if (~valid_out_0) begin
      count_fifo_0 <= 5'b1;
    end else if (read_en_0) begin
      count_fifo_0 <= 5'b1;
    end else begin
      if (count_fifo_0 < 5'd30) begin
        soft_reset_0 <= 1'b0;
        count_fifo_0 <= count_fifo_0 + 1;
      end else begin
        soft_reset_0 <= 1'b1;
        count_fifo_0 <= 5'b1;
      end
    end
  end
  always @(posedge clk) begin
    if (~resetn) begin
      soft_reset_1 <= 1'b0;
      count_fifo_1 <= 5'b1;
    end else if (~valid_out_1) begin
      count_fifo_1 <= 5'b1;
    end else if (read_en_1) begin
      count_fifo_1 <= 5'b1;
    end else begin
      if (count_fifo_1 < 5'd30) begin
        soft_reset_1 <= 1'b0;
        count_fifo_1 <= count_fifo_1 + 1;
      end else begin
        soft_reset_1 <= 1'b1;
        count_fifo_1 <= 5'b1;
      end
    end
  end
  always @(posedge clk) begin
    if (~resetn) begin
      soft_reset_2 <= 1'b0;
      count_fifo_2 <= 5'b1;
    end else if (~valid_out_2) begin
      count_fifo_2 <= 5'b1;
    end else if (read_en_2) begin
      count_fifo_2 <= 5'b1;
    end else begin
      if (count_fifo_2 < 5'd30) begin
        soft_reset_2 <= 1'b0;
        count_fifo_2 <= count_fifo_2 + 1;
      end else begin
        soft_reset_2 <= 1'b1;
        count_fifo_2 <= 5'b1;
      end
    end
  end
endmodule
==> flow/run.sh <==
#!/bin/bash
# OpenROAD 26Q1-2900-gdf79404cd8, Yosys 0.63+post, stock flow scripts
make -C /OpenROAD-flow-scripts/flow DESIGN_CONFIG=/design/flow/config.mk WORK_HOME=/design/flow/orfs finish
==> flow/config.mk <==
export PLATFORM = sky130hd
export DESIGN_NAME = router_top
export DESIGN_NICKNAME = router_top
export VERILOG_FILES = /design/flow/design.v
export SDC_FILE = /design/flow/constraint.sdc
export NUM_CORES = 4
export LEC_CHECK = 1
export CORE_UTILIZATION = 50
==> flow/constraint.sdc <==
current_design router_top

set clk_period 9.4
set clk_io_pct 0.2

create_clock -name clk0 -period $clk_period [get_ports {clk}]

set non_clock_inputs [all_inputs -no_clocks]
set_input_delay [expr $clk_period * $clk_io_pct] -clock clk0 $non_clock_inputs
set_output_delay [expr $clk_period * $clk_io_pct] -clock clk0 [all_outputs]
==> notes.md <==
impl run done, here's what came out: status complete, no violations, Root Buffer clkbuf_16, max_cap viols 0, ys cells 2087, pwr/cell area 184.9 nW/um^2, most frequent logic cell in the layout edfxtp_1, Worst-Margin Slew 0.9696 ns, Final Wtd Congestion 0.8742, yosys warns 6, share of cells above drive strength 1 13.46%, FF-to-FF path depth 9, Worst Hold Class reg2reg, drt wl/cell 22.72 um, detailed-route DRC error count 0, clk sink count 597, row cnt 85, Pre-antenna DRT Iters 5, hold path depth 1, Top Layout Cells 434 x edfxtp_1, 343 x and2_1, 157 x nor2_1, Starting Density 50.87%, Area growth syn-to-layout 10.17%, EDFF count, synth 434, Synth flops 597, f_max 0.2218 GHz, OpenROAD warning count 37, DIE AREA 55910 sq um, fillers 4219, critical path arrival 2.63 ns, Setup CP Type reg2out, total negative slack 0 ns, DR vias 16150, Worst Path Required 7.52 ns, Ports 43, clk buf depth 3, clk latency of the worst-skew pair 0.62 ns, Die Height 236.5 um, slowest stage delay, CP 0.58 ns, count of cell types in the netlist 66, clk slew on worst S/H paths 0.06 ns, Slowest cell on crit path dfxtp_1, CTS tree done, worst hold endpoint sync.count_fifo_0[0]$_SDFF_PP1_, Post-synth top flop edfxtp_1, FFs w/ async S/R, synth 0%, IO buf count 42, hpwl dp 41520 um, H-tree Lvls 2, worst rel slew slack 34.86%, Hold Startpoint sync.count_fifo_0[0]$_SDFF_PP1_, vias in the first global route 16190, core area 54030 sq um, Startpoint Class register, Worst VDD drop 238.2 uV, setup bufs post-CTS 0, fin crit share 47.96%, Synth Instances 2087, Routed Antenna Nets 0, first-pass GRT wire length 98570 um, Slew Limit Fails 0, vias per cell 5.726, Mapped Avg Cell Area 13.17 sq um, CP endpoint kind output port, cts repair resizes 0, Final setup viols 0, Routed Wire Length 64090 um, worst-path maximum fanout 8, DR iter-0 viols 970, hold_buf cts 0, pre-CTS WS 4.384 ns, largest net degree at the start of global routing 49, Seq/Total Area, Yosys 59.29%, final hold viol count 0, area reported by Yosys stat 27490 sq um, initial antenna violation count 0, Setup Skew 0.01693 ns, grt ovf 0, Die Wd 236.5 um, GRT Util Overall 25.67%, n_diodes 0, Pleak 11.35 nW, reg2reg setup slack 5.86 ns, Final min period 4.508 ns, cell family with most CP delay buffers and inverters, final worst slack 4.892 ns, mapped cell area 27490 sq um, crit path buf inv count 2, reg2reg end fifo_1.count[4]$_SDFFE_PP0P_, RSZ-0062 raised after global routing no, CTS Buf Count 60, crit path cell chain xnor2_1 -> nand4_1 -> nor2_1 -> inv_1 -> clkdlybuf4s50_1
[worst reg2reg max path, stage by stage, from the launching register on]
cell and delay, ns:
dfxtp_2 0.78, buf_4 0.48, mux4_2 0.61, mux4_2 0.62, ha_1 0.29, inv_1 0.07
nor3_2 0.05, xnor2_1 0.13, a211o_1 0.29, a21oi_1 0.13
[stage by stage]
| stage | util (%) | cell area, sq um | total power, mW | hold WS (ns) | instances |
|---|---|---|---|---|---|
| 2_1_floorplan | - | 27490 | 3.246 | 0.3878 | 2087 |
| 3_3_place_gp | 52.70 | 28470 | 3.396 | 0.4021 | 2715 |
| 3_5_place_dp | 52.70 | 28470 | 3.400 | 0.4049 | 2715 |
| 4_1_cts | 56.05 | 30280 | 5.645 | 0.4258 | 2821 |
| 5_1_grt | 56.05 | 30280 | 5.785 | 0.4494 | 2821 |
| 6_report | 56.05 | 30280 | 5.598 | 0.4244 | 2821 |
[cells in the mapped netlist (all sizes together), types with 40 or more instances]
| cell | number | share of area [%] |
|---|---|---|
| and2 | 344 | 7.8 |
| nand2 | 66 | 0.90 |
| mux4 | 128 | 10 |
| and3 | 133 | 3.0 |
| edfxtp | 434 | 47 |
| dfxtp | 163 | 12 |
| clkbuf | 123 | 1.7 |
| xor2 | 43 | 1.4 |
| mux2i | 65 | 2.4 |
| nor2 | 158 | 2.2 |
| nand2b | 40 | 0.91 |
[metal layers]
layer  vias up  wire (um)  GRT usage (%)  share of wire [%]
met1      7832      27170          41.23                 42
met2       636      28710          36.26                 45
met3        90       7070          11.74                 11
met4         0       1143          3.778                1.8
met5         -          0         0.2597                  0
li1       7594          -              -                  -
[where the power goes]
group	leakage, nW	internal [mW]	switching [mW]	total [mW]
logic	4.66	0.168	0.212	0.380
registers	5.81	2.91	0.0559	2.96
clock network	0.883	1.29	0.968	2.25
total	11.4	4.36	1.24	5.60
[state kept, by name, summed over array words and instances, names as in the netlist, 7 cells and up, named ones only]
register / flops
regi.header_byte: 8
fifo_0.count: 7
fifo_0.data_out: 8
regi.packet_parity: 8
fifo_2.count: 7
regi.data_out: 8
fifo_1.count: 7
fifo_1.data_out: 8
fifo_2.data_out: 8
fsm_.present_state: 8
fifo_1.mem: 144
fifo_0.mem: 144
regi.internal_parity: 8
fifo_2.mem: 144
regi.fifo_full_state_byte: 8
[worst max path at each step]
stage	from	to	slack [ns]	cells past startpoint
after global routing	resetn	fifo_0.mem[3][1]$_SDFFCE_PN0P_	4.70	9
after CTS	fifo_2.write_ptr[2]$_SDFFE_PP0P_	valid_out_2	4.92	5
final	fifo_2.write_ptr[2]$_SDFFE_PP0P_	valid_out_2	4.89	5
[logic make-up (layout without fill, tap and decap cells)]
| logic type | after synthesis | after routing | synth area share (%) |
|---|---|---|---|
| xor+xnor | 72 | 72 | 2.294 |
| compound gates | 155 | 155 | 3.747 |
| flops | 597 | 597 | 59.29 |
| buf+inv | 193 | 231 | 3.018 |
| fa+ha+maj | 27 | 27 | 1.229 |
| simple gates | 846 | 846 | 17.39 |
| mux | 197 | 197 | 13.03 |
[final cells by class]
cell class | count | area (sq um) | area share [%]
Tap cell | 696 | 870.8 | 2.876
Sequential cell | 597 | 16310 | 53.86
Timing Repair Buffer | 92 | 795.8 | 2.628
Clock inverter | 28 | 221.5 | 0.7313
Clock buffer | 78 | 1590 | 5.252
Inverter | 33 | 123.9 | 0.4091
Multi-Input combinational cell | 1297 | 10370 | 34.25
Power and IR drop assume default switching activity.
